## flow/config.mk

```make
export PLATFORM = sky130hd
export DESIGN_NAME = register
export DESIGN_NICKNAME = register
export VERILOG_FILES = /design/flow/design.v
export SDC_FILE = /design/flow/constraint.sdc
export NUM_CORES = 4
export LEC_CHECK = 1
export CORE_UTILIZATION = 40
```

## flow/constraint.sdc

```tcl
current_design register

set clk_period 12.7
set clk_io_pct 0.2

create_clock -name clk0 -period $clk_period [get_ports {clk}]

set non_clock_inputs [all_inputs -no_clocks]
set_input_delay [expr $clk_period * $clk_io_pct] -clock clk0 $non_clock_inputs
set_output_delay [expr $clk_period * $clk_io_pct] -clock clk0 [all_outputs]
```

## flow/design.v

```verilog
`timescale 1ns / 1ps
module register(clk, wrt, rd, rs1, rs2, dataIn, rsOut, rtOut);
input clk, wrt;
input [5:0] rd;
input [5:0] rs1;
input [5:0] rs2;
input [31:0 ]dataIn;
reg[31:0] registers[63:0];
output reg[31:0] rsOut;
output reg[31:0] rtOut;
initial
begin
    registers[2] = 2;
    registers[3] = 5;
    registers[4] = 0;
    registers[8] = 0;
    registers[9] = 10;
end
always@(posedge clk)
begin
    #0.5
    rsOut = registers[rs1];
    rtOut = registers[rs2];
    if(wrt == 1)
        registers[rd] = dataIn;
end
endmodule
```

## flow/run.sh

```bash
#!/bin/bash
# OpenROAD 26Q1-2900-gdf79404cd8, Yosys 0.63+post, stock flow scripts
make -C /OpenROAD-flow-scripts/flow DESIGN_CONFIG=/design/flow/config.mk WORK_HOME=/design/flow/orfs finish
```

==> impl_metrics.env <==
# yosys + openroad results
export IMPL_outcome="complete, no violations"
export IMPL_p_comb_share_pct=8.3
export IMPL_cts_tree="built"
export IMPL_layout_cells_non_filler=7989
export IMPL_ys_area_um2=95700
export IMPL_grt_pass1_wl_mm=421
export IMPL_worstPathCellList="buf_8 > buf_4 > buf_4 > buf_4 > mux4_2 > mux4_2 > o22ai_1 > nor2_1"
export IMPL_globalplace_congestion=0.882
export IMPL_crit_path_frequent_cell="buf_4"
export IMPL_wl_mm=298
export IMPL_edf_count=2048
export IMPL_yosys_warnings=1
export IMPL_synth_flops=2112
export IMPL_grt_pass1_vias=56499
export IMPL_die_area_um2=241000
export IMPL_placementRows=179
export IMPL_clk_latency_ns=0.86
export IMPL_relSlewSlack_pct=10.9
export IMPL_slowest_stage="buf_4"
export IMPL_cp_arrival_ns=6.68
export IMPL_die_x_um=491
export IMPL_syn_inst=4412
export IMPL_avgSynthCellArea_um2=21.7
export IMPL_netlist_area_leader_share_pct=64.3
export IMPL_htreeDepth=4
export IMPL_chipHeight_um=491
export IMPL_pwr_share_clk_pct=40.7
export IMPL_hpwl_mm=175
export IMPL_fmax_ghz=0.168
export IMPL_leakage_nw=33.5
export IMPL_period_needed_ns=5.97
export IMPL_drt_initial_drc_count=3274
export IMPL_p_sw_share_pct=22.6
export IMPL_holdBufCountCts=0
export IMPL_area_growth_pct=13.0
export IMPL_switchingPower_mw=3.43
export IMPL_worst_setup_path_type="in2reg"
export IMPL_finalClockPeriodUsage_pct=47.0
export IMPL_fin_setup_tns_ns=0
export IMPL_cpPeakStageDelay_ns=0.69
export IMPL_crit_path_end_kind="flip-flop"
export IMPL_final_common_cell="edfxtp_1"
export IMPL_first_pass_iters=21
export IMPL_cts_buffer_depth=3
export IMPL_setup_violations_final=0
export IMPL_hold_viol=0
export IMPL_cts_setup_buffers=0
export IMPL_holdWs_ns=0.904
export IMPL_vias_per_cell=6.29
export IMPL_placeableCoreArea_um2=238000
export IMPL_numPortBuffers=115
export IMPL_yosysUniqueCellTypes=38
export IMPL_ant_nets=0
export IMPL_warnings=26
export IMPL_cp_required_ns=13.41
export IMPL_ios=116
export IMPL_rsz0062_at_grt="false"
export IMPL_seq_power_share_pct=51.1
export IMPL_ys_flop_type="edfxtp_1"
export IMPL_vdd_drop_max_v=0.000111
export IMPL_yosysTopAreaCell="edfxtp_1"
export IMPL_tightest_slew_ns=1.33
export IMPL_maxCapViolCount=0
export IMPL_grt_max_degree=87
export IMPL_cts_resized=0
export IMPL_drive_gt1_share_pct=37.5
export IMPL_path_clk_slew_ns=0.06
export IMPL_dp_cells=7579
export IMPL_hp_class="reg2reg"
export IMPL_start_kind="input pin"
export IMPL_syn_area_um2=95700
export IMPL_grt_usage_pct=27.7
export IMPL_total_power_mw=15.2
export IMPL_cts_root_buf="clkbuf_16"
export IMPL_critPathMaxFanout=55
export IMPL_synthArstFlopShare_pct=0
export IMPL_routedWlPerCell_um=37.3
export IMPL_ys_cells=4412
export IMPL_fin_skew_ns=0.0281
export IMPL_grt_ovfl_total=0
export IMPL_post_route_drc_count=0
export IMPL_num_vias=50271
export IMPL_p_int_mw=11.8
export IMPL_ys_top_cells_by_area="edfxtp_1 64%, mux4_2 26%, mux2i_1 2.1%"
export IMPL_layout_top_cells="2,048 x edfxtp_1, 1,124 x mux4_2, 228 x buf_4, 219 x clkbuf_16, 204 x mux2i_1"
export IMPL_finalMaxSlewViolations=0
export IMPL_fp_util_pct=40.2
export IMPL_power_density_nw_per_um2=141
export IMPL_ys_seq_share_pct=65.6
export IMPL_cts_buffers=214
export IMPL_cts_num_sinks=2112
export IMPL_antenna_found_initial=16
==> state kept, by name, indices dropped and copies added, names as in the netlist <==
signal and flops:
registers 2048, rtOut 32, rsOut 32
==> cells by family (layout without fill, tap and decap cells) <==
kind of cell    count (synthesis)  in the layout  synth area share [%]
compound gates                340            340                  2.39
buf+inv                       348            746                  1.83
other cells                     0             12                     0
mux                          1364           1364                  29.0
simple gates                  248            248                  1.13
flops                        2112           2112                  65.6
==> critical path: cells and delay by family <==
family | cells | cell delay [ns]
AOI/OAI and AO/OA | 1 | 0.27
buffers and inverters | 4 | 2.50
muxes | 2 | 1.06
and+or+nand+nor | 1 | 0.09
==> power groups by stage <==
stage	registers, mW	clock network [mW]	logic (mW)
finish	7.77	6.18	1.26
CTS	7.77	6.26	1.26
global route	7.77	6.51	1.34
==> path summary, 6_finish.rpt <==
kind,startpoint,endpoint,slack (ns),depth (start not counted)
setup / recovery,rs2[0],rtOut[23],6.73,8
hold / removal,registers[62][4],rtOut[4],0.90,5
setup reg to reg,registers[27][24],rtOut[24],10.08,4
hold reg to reg,registers[62][4],rtOut[4],0.90,5
==> metrics by stage <==
stage / setup slack (ns) / instance area [µm²] / utilization [%]
6_report: 6.73 / 108000 / 45.4
5_1_grt: 6.44 / 108000 / 45.4
4_1_cts: 6.73 / 108000 / 45.4
3_5_place_dp: 5.80 / 101000 / 42.6
3_3_place_gp: 5.82 / 101000 / 42.6
2_1_floorplan: 6.97 / 95700 / -
==> area by class of cell <==
type,instances,area [µm²]
multi-input cells,1952,31600
flip-flops and latches,2112,62800
clock buffers,307,5940
repair buffers,348,2860
clock inverters,90,862
fillers,19487,130000
well taps,3167,3960
diodes,12,30.0
inverters,1,3.75
==> metal layers <==
| layer | routed length (µm) | up-vias | global-route usage, % |
|---|---|---|---|
| met5 | 871 | - | 3.10 |
| met4 | 10700 | 28 | 7.44 |
| met3 | 59100 | 568 | 23.6 |
| met2 | 139000 | 3679 | 39.8 |
| met1 | 88000 | 26005 | 30.9 |
| li1 | - | 19991 | - |
==> synthesized netlist by cell type (all sizes together) (8+ instances only) <==
master  instances
edfxtp       2048
mux4         1124
buf           212
mux2i         204
clkbuf        135
nor2           94
nand2          93
a22oi          85
dfxtp          64
a21oi          58
o22ai          56
o21ai          49
mux2           36
o211ai         27
nor2b          19
o221ai         16
a211oi         15
a221oi         13
a32oi           9
nand3           9
o32a            9
nand2b          8
No activity file was given, so power comes from the tool's default toggle rates.
