### design/flow/run.sh
#!/bin/bash
# OpenROAD 26Q1-2900-gdf79404cd8, Yosys 0.63+post, stock flow scripts
make -C /OpenROAD-flow-scripts/flow DESIGN_CONFIG=/design/flow/config.mk WORK_HOME=/design/flow/orfs finish
### design/flow/design.v
module instructionMemory(clk, addr, out);
    input clk;
    input [7:0] addr;
    wire [31:0] instructions [255:0];
    output reg [31:0] out;
    assign instructions[0] = 32'b0111_000100_000100_000100_0000000000;  
    assign instructions[1] = 32'b0000_000000_000000_000000_0000000000;	
    assign instructions[2] = 32'b0000_000000_000000_000000_0000000000;		
    assign instructions[3] = 32'b0100_000101_000010_000011_0000000000; 
    assign instructions[4] = 32'b0000_000000_000000_000000_0000000000;	
    assign instructions[5] = 32'b0000_000000_000000_000000_0000000000;
    assign instructions[6] = 32'b1111_001001_0000000000000000000001;  
    assign instructions[7] = 32'b0000_000000_000000_000000_0000000000;	
    assign instructions[8] = 32'b0000_000000_000000_000000_0000000000;
    assign instructions[9] = 32'b1110_000110_000010_0000000000000000;  
    assign instructions[10] = 32'b0000_000000_000000_000000_0000000000;	
    assign instructions[12] = 32'b0000_000000_000000_000000_0000000000;
    assign instructions[13] = 32'b0100_000100_000100_000110_0000000000;  
    assign instructions[14] = 32'b0000_000000_000000_000000_0000000000;	
    assign instructions[15] = 32'b0000_000000_000000_000000_0000000000;
    assign instructions[16] = 32'b0101_000010_000010_0000000000000001;  
    assign instructions[17] = 32'b0000_000000_000000_000000_0000000000;	
    assign instructions[18] = 32'b0000_000000_000000_000000_0000000000;
    assign instructions[19] = 32'b0111_001000_000010_000101_0000000000;  
    assign instructions[20] = 32'b0000_000000_000000_000000_0000000000;	
    assign instructions[21] = 32'b0000_000000_000000_000000_0000000000;
    assign instructions[22] = 32'b1011_000000_001001_0000000000000000;  
    assign instructions[23] = 32'b0000_000000_000000_000000_0000000000;	
    assign instructions[24] = 32'b0000_000000_000000_000000_0000000000;
    assign instructions[25] = 32'b0011_000000_000101_000011_0000000000;  
    assign instructions[26] = 32'b0000_000000_000000_000000_0000000000;	
    assign instructions[27] = 32'b0000_000000_000000_000000_0000000000;
    assign instructions[25] = 32'b0011_000000_000101_000011_0000000000;  
    assign instructions[28] = 32'b1010_000000_001001_0000000000000000;  
    assign instructions[29] = 32'b0000_000000_000000_000000_0000000000;	
    assign instructions[30] = 32'b0000_000000_000000_000000_0000000000;
    always@(posedge clk)
    begin
        out = instructions[addr];
    end
endmodule
### design/flow/config.mk
export PLATFORM = sky130hd
export DESIGN_NAME = instructionMemory
export DESIGN_NICKNAME = instructionMemory
export VERILOG_FILES = /design/flow/design.v
export SDC_FILE = /design/flow/constraint.sdc
export NUM_CORES = 4
export LEC_CHECK = 1
export CORE_AREA = 10 10 70 70
export DIE_AREA = 0 0 80 80
### design/flow/constraint.sdc
current_design instructionMemory

set clk_period 2.8
set clk_io_pct 0.2

create_clock -name clk0 -period $clk_period [get_ports {clk}]

set non_clock_inputs [all_inputs -no_clocks]
set_input_delay [expr $clk_period * $clk_io_pct] -clock clk0 $non_clock_inputs
set_output_delay [expr $clk_period * $clk_io_pct] -clock clk0 [all_outputs]
==> results.txt <==
Results of the run.

The post-synth count of flops with an enable pin is 0. In the finished design, the share of the clock period the worst path needs comes to 0.682. The share of the core filled with cells in the final layout is 0.348. The count of buffers inserted at the top-level ports is 24. From left edge to right edge, the die measures roughly 80 microns.

The non-filler instance count after layout is between 150 and 200. Warnings reported by Yosys during synthesis add up to a little over 7000. The post-layout minimum cycle time is ~1.9 ns. The net switching power in the latest report is 109 uW. The detailed-route DRC error count is 0. Post-CTS repair changed the size of 0 cells. STA classifies the critical path endpoint as a flip-flop. STA puts the critical path data arrival time at 2.08 ns. The flop and latch count out of synthesis is 16.

The worst setup path is launched from an input pin. Looking at the clock tree report, the root buffer type is sky130_fd_sc_hd__clkbuf_4. The register with the most flip-flops in the layout has 16 of them. The power share of the sequential group is 0.537. The area share of the leading cell type in the synthesized netlist is 0.344. The clock input transition at the sequential cells of the worst setup and hold paths is 0.08 ns.

Summing all multi-input logic gate instances after layout gives 498 sq um. Summing every instance area after synthesis gives approximately 930 sq um. The CTS tree is yes. The number of H-tree levels is 1. The global route stage reports its total congestion overflow as 0.

Per the post-synthesis stats, the area per cell is a little over 8 sq um. In this run, the number of DRC markers left after iteration 0 of detailed routing was ~47. The kind of critical path is in2reg. The flip-flop and latch area is 320 sq um. In this run the tools logged warnings totalling 25. The chip occupies between 6000 and 7000 sq um.

The via-per-instance ratio is 4.41. In the floorplan report the effective utilization is 0.273. The largest net degree at the start of global routing is 19. The count of placed standard cells including taps is roughly 180.

The global-route usage over all layers is 0.0677. The run finished with clean final reports. The count of standard-cell rows is 21. The routed length per placed instance is roughly 12 microns.

Looking at the cell usage after synthesis, the top flip-flop cell is sky130_fd_sc_hd__dfxtp_1. Per the timing report, the achievable frequency comes out to between 0.5 and 0.6 GHz. Per the OpenROAD floorplan log, the height of the die is 80 microns. The HPWL after detailed placement is around 1.8 mm.

The switching share of power is 0.250. Setup repair after global routing left no endpoint under its margin. TritonCTS reports the number of clock sinks as 16. Dividing total power by cell area gives a power density of ~370 nW/um^2. The top cell type by instance count after synthesis is sky130_fd_sc_hd__buf_4.

The synthesized netlist handed to floorplanning was reported with a cell count of ~110. Counting endpoints that fail hold in the final report gives 0. The completed layout was analyzed and its total power is around 430 uW. The async set or reset register ratio after synthesis is 0. The share of final-layout standard cells stronger than drive strength 1 is 0.0882. The reported max-cap violation count is 0. The count of final setup violators is 0.

The count of inserted antenna diode cells is 0. The placement summary gives the final routability congestion estimate as 0.890. In the final timing run, aggregate negative setup slack is 0 ns.

The synthesis run shows the most used standard cells to be sky130_fd_sc_hd__buf_4 (17), sky130_fd_sc_hd__dfxtp_1 (16), sky130_fd_sc_hd__nor2_1 (7). The first-pass GRT wire length is 3.70 mm. The core box area is roughly 3400 sq um. The number of global-route vias before repair is roughly 800. The maximum fanout along the worst path is 9. Hold timing on the final database bottoms out at a slack of between 1 and 1.5 ns. For this run, the chip area from Yosys synthesis comes to approximately 930 sq um. The yosys cell count is about 110. The final timing report lists a max-slew violation count of 0. The clock network fraction of total power is 0.260. The analysis reports a worst IR drop on VDD of roughly 0.12 mV. The total detailed-routing wirelength is ~2.2 mm.

The post-detailed-route count of antenna-violating nets is 0. The power report attributes to the combinational group a share of 0.203. The number of antenna violations at the first check in global routing is 0. The number of detailed-routing iterations run before antenna repair is 4. The post-synthesis to final-layout area growth is 27.6%. Ranked by total cell area, the synthesized netlist is headed by sky130_fd_sc_hd__dfxtp_1 (34%), sky130_fd_sc_hd__buf_4 (14%), sky130_fd_sc_hd__nand2b_1 (4.0%).

The sequential fraction of the synthesis area is 0.344. The clock passes through at most 2 buffers. The number of clock buffers inserted by TritonCTS is 3.

The setup fix buffers added after clock tree synthesis is 0. The cell type that accounts for the most area after synthesis is sky130_fd_sc_hd__dfxtp_1. In the Yosys stats the netlist draws on 38 distinct library cells. The required time at the endpoint of the critical path is 2.97 ns. The total I/O pin count is between 40 and 50. For this block, the via count after detailed routing is roughly 800. The count of filler cells inserted in the layout is about 360. For this design the static power due to leakage is between 0.0004 and 0.0005 uW. The internal power consumption is 326 uW. The report puts the hold buffer count at CTS at 0.

According to the hold report, the worst path is of the in2reg type.
## path summary, 6_finish.rpt
kind / start / end / slack (ns) / cells past startpoint
max: addr[1] / out[29] / 0.89 / 5
min: addr[6] / out[30] / 1.03 / 4
## routing by layer
layer | global-route usage | vias to the layer above | part of all wire
met3 | 0.0148 | 2 | 0.084
met1 | 0.0929 | 352 | 0.44
met4 | 0.0141 | 0 | 0.0096
li1 | - | 405 | -
met2 | 0.107 | 44 | 0.46
met5 | 0 | - | 0
## area by class of cell
| cell class | instances | area share |
|---|---|---|
| inverter | 1 | 0.00316 |
| sequential | 16 | 0.270 |
| clock buffer | 3 | 0.0190 |
| timing repair buffer | 30 | 0.240 |
| tap | 46 | 0.0485 |
| multi-input combinational | 86 | 0.419 |
## layout by cell type (no fill, tap or decap), types with 2 or more instances in the layout
master / instances
sky130_fd_sc_hd__buf_4: 6
sky130_fd_sc_hd__nor2b_1: 5
sky130_fd_sc_hd__and3_1: 4
sky130_fd_sc_hd__nor4_1: 2
sky130_fd_sc_hd__xnor2_1: 2
sky130_fd_sc_hd__o21ai_0: 5
sky130_fd_sc_hd__clkdlybuf4s50_1: 24
sky130_fd_sc_hd__dfxtp_1: 16
sky130_fd_sc_hd__a22oi_1: 2
sky130_fd_sc_hd__nand2_1: 4
sky130_fd_sc_hd__clkbuf_4: 3
sky130_fd_sc_hd__nand3_1: 3
sky130_fd_sc_hd__a21oi_1: 5
sky130_fd_sc_hd__nand2b_1: 6
sky130_fd_sc_hd__nor2_1: 7
sky130_fd_sc_hd__nor3_1: 5
sky130_fd_sc_hd__conb_1: 16
## worst max-delay path: stages
cell and delay, ns:
sky130_fd_sc_hd__clkdlybuf4s50_1 0.66, sky130_fd_sc_hd__nand2b_1 0.24, sky130_fd_sc_hd__o21ai_1 0.09, sky130_fd_sc_hd__a221o_1 0.29
sky130_fd_sc_hd__o31a_1 0.24
## power groups by stage
stage / clock [uW] / sequential (uW) / combinational [uW]
CTS: 119 / 233 / 88.9
finish: 113 / 233 / 88.4
global route: 125 / 234 / 100
## stage by stage
stage | worst slack [ns] | instance area, sq um
2_1_floorplan | 1.27 | 987
3_3_place_gp | 0.644 | 1160
3_5_place_dp | 0.613 | 1160
4_1_cts | 0.917 | 1190
5_1_grt | 0.800 | 1190
6_report | 0.891 | 1190
## logic make-up (layout without fill, tap and decap cells)
family / count (synthesis) / after routing / synth area share
buffers and inverters: 26 / 34 / 0.181
AND-OR/OR-AND: 24 / 24 / 0.171
flip-flops: 16 / 16 / 0.344
AND/OR/NAND/NOR: 41 / 41 / 0.242
other: 1 / 16 / 0.00403
XOR/XNOR: 4 / 4 / 0.0457
multiplexers: 1 / 1 / 0.0121
Power figures rest on the tool's default switching activity, not on a simulated workload.
