==> /design/flow/design.v <==
`timescale 1ns / 1ps
module FullAdder(A, B, cout, sum);
input [31:0] A;
input [31:0] B;
output [31:0] sum;
output cout;
wire c0, c1, c2, c3, c, c5, c6, c7, c8, c9, c10, c11, c12, c13, c14, c15, c16, c17, c18, c19, c20, c21, c22, c23, c24, c25, c26, c27, c28, c29, c30;
OneBitAdder adder_0(A[0], B[0], 1'b0, sum[0], c0);
OneBitAdder adder_1(A[1], B[1], c0, sum[1], c1);
OneBitAdder adder_2(A[2], B[2], c1, sum[2], c2);
OneBitAdder adder_3(A[3], B[3], c2, sum[3], c3);
OneBitAdder adder_4(A[4], B[4], c3, sum[4], c4);
OneBitAdder adder_5(A[5], B[5], c4, sum[5], c5);
OneBitAdder adder_6(A[6], B[6], c5, sum[6], c6);
OneBitAdder adder_7(A[7], B[7], c6, sum[7], c7);
OneBitAdder adder_8(A[8], B[8], c7, sum[8], c8);
OneBitAdder adder_9(A[9], B[9], c8, sum[9], c9);
OneBitAdder adder_10(A[10], B[10], c9, sum[10], c10);
OneBitAdder adder_11(A[11], B[11], c10, sum[11], c11);
OneBitAdder adder_12(A[12], B[12], c11, sum[12], c12);
OneBitAdder adder_13(A[13], B[13], c12, sum[13], c13);
OneBitAdder adder_14(A[14], B[14], c13, sum[14], c14);
OneBitAdder adder_15(A[15], B[15], c14, sum[15], c15);
OneBitAdder adder_16(A[16], B[16], c15, sum[16], c16);
OneBitAdder adder_17(A[17], B[17], c16, sum[17], c17);
OneBitAdder adder_18(A[18], B[18], c17, sum[18], c18);
OneBitAdder adder_19(A[19], B[19], c18, sum[19], c19);
OneBitAdder adder_20(A[20], B[20], c19, sum[20], c20);
OneBitAdder adder_21(A[21], B[21], c20, sum[21], c21);
OneBitAdder adder_22(A[22], B[22], c21, sum[22], c22);
OneBitAdder adder_23(A[23], B[23], c22, sum[23], c23);
OneBitAdder adder_24(A[24], B[24], c23, sum[24], c24);
OneBitAdder adder_25(A[25], B[25], c24, sum[25], c25);
OneBitAdder adder_26(A[26], B[26], c25, sum[26], c26);
OneBitAdder adder_27(A[27], B[27], c26, sum[27], c27);
OneBitAdder adder_28(A[28], B[28], c27, sum[28], c28);
OneBitAdder adder_29(A[29], B[29], c28, sum[29], c29);
OneBitAdder adder_30(A[30], B[30], c29, sum[30], c30);
OneBitAdder adder_31(A[31], B[31], c30, sum[31], c31);
endmodule
`timescale 1ns / 1ps
module OneBitAdder(A, B, cin, out, cout);
input A, B, cin;
output cout, out;
wire xor_out, andAB_out, cin_and_out;
xor(xor_out, A, B);
xor(out, xor_out, cin);
and(cin_and_out, cin, xor_out);
and(andAB_out, A, B);
or(cout, andAB_out, cin_and_out);
endmodule
==> /design/flow/run.sh <==
#!/bin/bash
# OpenROAD 26Q1-2900-gdf79404cd8, Yosys 0.63+post, stock flow scripts
make -C /OpenROAD-flow-scripts/flow DESIGN_CONFIG=/design/flow/config.mk WORK_HOME=/design/flow/orfs finish
==> /design/flow/config.mk <==
export PLATFORM = sky130hd
export DESIGN_NAME = FullAdder
export DESIGN_NICKNAME = FullAdder
export VERILOG_FILES = /design/flow/design.v
export SDC_FILE = /design/flow/constraint.sdc
export NUM_CORES = 4
export LEC_CHECK = 1
export CORE_AREA = 10 10 91 91
export DIE_AREA = 0 0 101 101
==> /design/flow/constraint.sdc <==
current_design FullAdder

set clk_period 39.0
set clk_io_pct 0.2

create_clock -name clk0 -period $clk_period

set non_clock_inputs [all_inputs -no_clocks]
set_input_delay [expr $clk_period * $clk_io_pct] -clock clk0 $non_clock_inputs
set_output_delay [expr $clk_period * $clk_io_pct] -clock clk0 [all_outputs]
==> results.ini <==
[sta]
grt_setup_unrepaired=false
report.final.slew_viol_count=0
final_worst_path_period_need_ns=28.38
finalClockPeriodUsage_pct=72.76
fmax_ghz=0.03524
timing.final.hold_violations=0
tns_ns=0
finalSetupViolations=0

[power]
power.density_nw_per_um2=15.31
power.static_leakage_nw=0.6728
power.ir.vdd_worst_uv=6.231
power_w=0.00002657

[logic_synthesis]
postSynthSeqShare_pct=0
synthTopCellsByCount=buf_4, fa_1, inv_1
post-synth-top-area-cell=fa_1
logic_family=adder cells
cell_area_after_technology_mapping_um2=925.9
ys_sh_mux_pct=0
post_synth_inst_count=76
synth_simple_gate_area_share_pct=0
syn_area_per_cell_um2=12.18
ys_warn_count=3
post_synth_main_area_contributors=fa_1, buf_4, inv_1, xor3_1, ha_1
synth.yosys.num_cells=76
ys_types=6
ys_sh_adder_pct=66.22
synthXorXnorAreaFrac_pct=2.568
synth.yosys.chip_area_um2=925.9
synthMostInstantiatedCell=buf_4
compound_area_share_pct=0
synth_top_area_share_pct=64.86

[worst_hold_path]
worstHoldPathType=primary input to output port

[global_route]
grt.total_usage_pct=5.609
grt_start_max_net_pins=2
grt_first_pass_wirelength_um=4519
grt_remaining_overflow=0
first_global_vias=829
initial_antenna_violation_count=0

[floorplanning]
die_x_um=101
core_util_floorplan_pct=14.58
dieHeight_um=101
io_pins=97
chip_area_um2=10200
floorplan.rows=29
core_footprint_um2=6350

[layout]
ff_latch_area_um2=0
final.fill_count=643
n_sequential_cell=0
mi_comb_area_um2=640.6
final_cell_count_no_fill=216
final_layout_size_suffix_gt1_share_pct=0
layout.core_utilization_pct=27.33
area_delta_synth_final_pct=87.43
clock_buffer_count=0

[setup_path]
cp-start-kind=primary input
timing.critical_path.mode_cell=fa_1
crit_path_end_kind=output port
timing.critical_path.slowest_cell_delay_ns=0.46
worstPathArrival_ns=20.58
timing_worst_setup_path_type=primary input to output port
timing.critical_path.required_ns=31.20
critPathSlowestCell=clkdlybuf4s50_1
worstPathMaxFanout=1

[detailed_routing]
route.antenna.remaining_nets=0
avgViaCountPerCell=3.250
wl_per_cell_um=13.74
postRouteWirelength_um=2968
drc=0
dr_total_vias=702
dr.first_iter.drc_count=2
detail_route.antenna_diodes=0
detailedRoute.firstPassIterationCount=3

[run]
maxCapViolations=0
warnings=32

[placement]
io_buffers=96
detailed_placer_s_ending_hpwl_um=2933
dpl.cell_count=216
gpl.final_weighted_congestion=0.7672

[cts]
cts_resized=0
cts_hold_fix_bufs=0
cts_setup_buffers=0

[outcome]
run_status=finished, final reports clean

kinds of logic (layout without fill, tap and decap cells):
logic type                 Yosys count  after routing
buffers and inverters               43            106
adders and majority gates           31             31
other                                1              1
xor gates and xnor gates             1              1
cell usage in the layout, fill, tap and decap left out, drive strengths merged:
cell,netlist,final
inv,10,10
ha,1,1
clkdlybuf4s50,0,96
xor3,1,1
fa,30,30
conb,1,1
worst max-delay path, delay by kind of cell:
kind | cells | cell delay, ns
adder cells (fa/ha/maj) | 31 | 11.46
buffers and inverters | 6 | 1.11
XOR/XNOR | 1 | 0.20
through the flow:
step,instance area (um2),setup slack [ns],hold WS (ns)
floorplan,925.9,11.85,15.77
global placement,1735,10.49,16.64
detailed placement,1735,10.51,16.64
CTS,1735,10.48,16.65
global route,1735,10.00,16.65
finish,1735,10.62,16.64
where the power goes:
group / switching, W / leakage, nW / internal [W]
Sequential: 0 / 0 / 0
Clock: 0 / 0 / 0
Combinational: 0.00000672 / 0.673 / 0.0000199
worst paths after layout:
kind / from / to / cells after the start
worst max-delay path: A[0] / sum[31] / 38
worst min-delay path: A[0] / sum[0] / 3
layer usage:
layer,wire length (um),up-vias,global-route usage [%],share of wire (%)
met5,0,-,0,0
met4,0,0,0,0
met3,838,0,5.128,28
met2,1174,72,8.452,40
met1,955,319,6.151,32
li1,-,311,-,-
cell type report:
class | count | share of cell area (%)
Multi-Input combinational cell | 33 | 36.91
Inverter | 10 | 2.163
Timing Repair Buffer | 96 | 55.37
Tap cell | 77 | 5.552
No activity file was given, so power comes from the tool's default toggle rates.
